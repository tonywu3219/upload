**run.sh**
```bash
#!/bin/bash
# OpenROAD 26Q1-2900-gdf79404cd8, Yosys 0.63+post, stock flow scripts
make -C /OpenROAD-flow-scripts/flow DESIGN_CONFIG=/design/flow/config.mk WORK_HOME=/design/flow/orfs finish
```
**config.mk**
```make
export PLATFORM = sky130hd
export DESIGN_NAME = fir4csa_u
export DESIGN_NICKNAME = fir4csa_u
export VERILOG_FILES = /design/flow/design.v
export SDC_FILE = /design/flow/constraint.sdc
export NUM_CORES = 4
export LEC_CHECK = 1
export CORE_UTILIZATION = 40
```
**design.v**
```verilog
module fir4csa_u #(parameter w=16)(
	input                      clk, 
                             reset,
  input         [w-1:0] a,
  output logic  [w+1:0] s);
  logic         [w-1:0] ar, br, cr, dr;
  logic         [w-1:0] rca1_s,  rca2_s; 
  logic         [w  :0] rca1_co, rca2_co;
  logic c1,c2;
  logic         [w+1:0] sum;
  CSkipA16 csa_1(.sum(rca1_s), .cout(c1), .a(ar), .b(br));
  CSkipA16 csa_2(.sum(rca2_s), .cout(c2), .a(cr), .b(dr));
  always_comb
    sum = {c1,rca1_s} + {c2,rca2_s};
  always_ff @(posedge clk)			 
    if(reset) begin					 
	  ar <= 'b0;
	  br <= 'b0;
	  cr <= 'b0;
	  dr <= 'b0;
	  s  <= 'b0;
    end
    else begin					     
	  ar <= a;						 
	  br <= ar;
	  cr <= br;
	  dr <= cr;
	  s  <= sum; 
	end
endmodule
module FA(output sum, cout, input a, b, cin);
  wire w0, w1, w2;
  xor (w0, a, b);
  xor (sum, w0, cin);
  and (w1, w0, cin);
  and (w2, a, b);
  or (cout, w1, w2);
endmodule
module RCA4(output [3:0] sum, output cout, input [3:0] a, b, input cin);
  wire [3:1] c;
  FA fa0(sum[0], c[1], a[0], b[0], cin);
  FA fa[2:1](sum[2:1], c[3:2], a[2:1], b[2:1], c[2:1]);
  FA fa31(sum[3], cout, a[3], b[3], c[3]);
endmodule
module SkipLogic(output cin_next,
  input [3:0] a, b, input cin, cout);
  wire p0, p1, p2, p3, P, e;
  or (p0, a[0], b[0]);
  or (p1, a[1], b[1]);
  or (p2, a[2], b[2]);
  or (p3, a[3], b[3]);
  and (P, p0, p1, p2, p3);
  and (e, P, cin);
  or (cin_next, e, cout);
endmodule
module CSkipA16(output [15:0] sum, output cout, input [15:0] a, b);
  wire [3:0] couts;
  wire [2:0] e; 
  logic cin = 0;
  RCA4 rca0(sum[3:0], couts[0], a[3:0], b[3:0], cin);
  RCA4 rca[3:1](sum[15:4], couts[3:1], a[15:4], b[15:4], e[2:0]);
  SkipLogic skip0(e[0], a[3:0], b[3:0], cin, couts[0]);
  SkipLogic skip[2:1](e[2:1], a[11:4], b[11:4], e[1:0], couts[2:1]);
  SkipLogic skip3(cout, a[15:12], b[15:12], e[2], couts[3]);
endmodule
```
**constraint.sdc**
```tcl
current_design fir4csa_u

set clk_period 10.2
set clk_io_pct 0.2

create_clock -name clk0 -period $clk_period [get_ports {clk}]

set non_clock_inputs [all_inputs -no_clocks]
set_input_delay [expr $clk_period * $clk_io_pct] -clock clk0 $non_clock_inputs
set_output_delay [expr $clk_period * $clk_io_pct] -clock clk0 [all_outputs]
```
==> flow_metrics.tcl <==
# implementation run metrics
set metrics [dict create \
    netlist_instances 445 \
    place_congestion 0.828 \
    fin_crit_ps 8220 \
    rows 37 \
    cts_buffers 9 \
    num_vias 2602 \
    warnings 49 \
    relSlewSlack 0.580 \
    swShare 0.251 \
    leakagePower_uw 0.00216 \
    finalInstanceArea_mm2 0.00494 \
    ir_drop_uv 75.3 \
    grt_setup_unrepaired "false" \
    critPathKind "register to register" \
    p_int_uw 513 \
    drive_gt1_frac 0.0494 \
    tightestPinTransition_ps 631 \
    finalClockSkew_ps 9.56 \
    end_kind "register" \
    required_ps 10440 \
    netlist_area_mm2 0.00425 \
    p_per_area_mw_per_mm2 139 \
    cts_tree "built" \
    ys_ff 82 \
    ys_cells 445 \
    slew_viol_final 0 \
    insertion_delay_ps 350 \
    top_cells_by_count "96 x inv_1, 82 x dfxtp_1, 66 x nor2_1" \
    tns_ps 0 \
    num_antenna_cells 0 \
    grt_pass1_vias 2542 \
    seq_power_share 0.497 \
    postSynthAreaPerCell_um2 9.55 \
    logic_area_mm2 0.00220 \
    synthArstFlopShare 0 \
    rr_startpoint "cr[0]" \
    edf_count 0 \
    hold_buffers 0 \
    ys_seq_share 0.386 \
    overflow 0 \
    switching_power_uw 172 \
    finalHoldViolCount 0 \
    fill_cells 943 \
    area_delta_synth_final_pct 16.3 \
    io_buffers 35 \
    clkPwrFrac 0.359 \
    topCellsByArea "dfxtp_1 39%, fa_1 15%, ha_1 13%, inv_1 8.5%, nor2_1 5.8%" \
    cts_max_level 3 \
    core_mm2 0.0103 \
    root_buffer "clkbuf_8" \
    place_inst 606 \
    drtAntennaViolNets 0 \
    grt_max_degree 54 \
    maxCapViolCount 0 \
    worstSetupStartpoint "cr[0]" \
    fin_crit_sh 0.806 \
    largest_area_cell "dfxtp_1" \
    synth.distinct_cells 43 \
    finalNonFillerCells 622 \
    synth_top_area_share 0.386 \
    outcome "finished, final reports clean" \
    ys_chip_area_mm2 0.00425 \
    grt_antenna_before_repair 0 \
    cts_resized 0 \
    drt_iter0_markers 64 \
    worstPathMaxFanout 3 \
    seq_area_mm2 0.00164 \
    hold-worst-slack_ps 455 \
    fp-utilization 0.411 \
    cts.sinks 82 \
    place_area_mm2 0.00473 \
    ios 36 \
    grt_pass1_wl_um 11100 \
    combPwrFrac 0.144 \
    grt_use_total 0.128 \
    top_cell "inv_1" \
    cts_buffer_depth 2 \
    ys_warn_count 2 \
    setup_viol 0 \
    firstDrtPassIters 4 \
    routed_wl_um 6020 \
    dieHeight_um 105 \
    clk_pin_slew_ps 90 \
    cts_setup_buffers 0 \
    dieArea_mm2 0.0110 \
    vias_per_cell 4.18 \
    post_drt_wl_per_cell_um 9.67 \
    hp-start "cr[3]" \
    critPathArrivalTime_ps 8460 \
    flop_cell "dfxtp_1" \
    route.detailed.drc 0 \
    dp_hpwl_um 4440 \
    hp-class "register to register" \
    fmax_mhz 122 \
    fp.dieW_um 105 \
    worst_setup_path_start_kind "register" \
]
layout by cell type (no fill, tap or decap), types with 6 or more instances in the layout:
master           instances
clkbuf_8                11
clkdlybuf4s50_1         34
a21oi_1                 12
nor2_1                  66
a21o_1                   6
nor2b_1                 28
nor3_1                   8
ha_1                    43
inv_1                   96
nand2_1                  8
dfxtp_1                 82
fa_1                    31
worst paths after layout:
path,to,slack (ps),depth (start not counted)
setup / recovery,s[16],1980,26
hold / removal,dr[3],460,2
setup reg to reg,s[16],1980,26
hold reg to reg,dr[3],460,2
power by group through the flow:
stage	Sequential, µW	Clock (µW)	Combinational [µW]
after CTS	340	256	100
after global routing	342	273	115
final	340	245	98.8
per-layer routing:
layer	part of all wire	up-vias	wire, µm	track usage
li1	-	1429	-	-
met1	0.56	1124	3340	0.216
met2	0.39	43	2330	0.179
met3	0.046	6	274	0.0292
met4	0.011	0	68	0.0171
met5	0	-	0	0
cells by family after synthesis:
family                     synth area share
adders and majority gates             0.273
xor gates and xnor gates             0.0103
AOI/OAI and AO/OA                    0.0792
DFF                                   0.386
buffers and inverters                0.0948
muxes                                0.0168
and+or+nand+nor                       0.140
final cells by class:
cell class / instances / area share
sequential: 82 / 0.332
timing repair buffer: 36 / 0.0714
multi-input combinational: 256 / 0.446
inverter: 96 / 0.0729
tap: 136 / 0.0344
clock inverter: 5 / 0.0122
clock buffer: 11 / 0.0306
critical path, stage by stage (launching register included):
cell and delay (ps):
dfxtp_1 330, ha_1 140, inv_1 60, fa_1 440
fa_1 460, fa_1 490, fa_1 460, fa_1 460
fa_1 420, inv_1 90, fa_1 170, a21oi_1 70
fa_1 460, fa_1 460, fa_1 430, inv_1 90
fa_1 170, nor2_1 70, fa_1 450, fa_1 460
fa_1 430, inv_1 90, fa_1 400, ha_1 220
a2111o_1 340, o21ai_1 150, mux2_1 320
sequential cells by signal, summed over array words and instances (netlist names):
name,count
br,16
ar,16
s,18
dr,16
cr,16
stage by stage:
step / setup WS (ps) / util / power [µW]
2_1_floorplan: 2200 / - / 412
3_3_place_gp: 1960 / 0.458 / 447
3_5_place_dp: 1910 / 0.458 / 447
4_1_cts: 1890 / 0.478 / 697
5_1_grt: 1560 / 0.478 / 730
6_report: 1980 / 0.478 / 685
Power is estimated from default activity; no workload was simulated.
